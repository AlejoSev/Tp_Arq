**./design.v**
```verilog
	`timescale 1ns / 1ps
	module UART
			#(parameter NB_DATA = 8,
			parameter NB_OP =6)
			(
			input wire i_clock,
			input wire i_reset,
			input wire i_rx,
			input wire [NB_DATA-1:0] i_tx,  
			input wire i_tx_start,
			output wire [NB_DATA-1:0] o_rx,
			output wire o_rx_done_tick,
			output wire o_tx,
			output wire o_tx_done_tick
			);
	wire s_tick_wire;
	baudrate_generator bg_instance(.i_clock(i_clock),
								   .i_reset(i_reset),
								   .o_br_clock(s_tick_wire));
	rx_uart rx_uart_instance(.i_clock(i_clock),
							 .i_s_tick(s_tick_wire),
							 .i_reset(i_reset),
							 .i_rx(i_rx),
							 .o_rx_done_tick(o_rx_done_tick),
							 .o_data(o_rx));
	tx_uart tx_uart_instance_2(.i_clock(i_clock),
							   .i_reset(i_reset),
							   .i_tx_start(i_tx_start),
							   .i_s_tick(s_tick_wire),
							   .i_data(i_tx),
							   .o_tx_done_tick(o_tx_done_tick),
							   .o_tx(o_tx));    
	endmodule
module baudrate_generator 
    #(parameter NB_COUNT = 8,
      parameter N_TICKS  = 163)  
    (input wire i_clock,
     input wire i_reset,
     output wire o_br_clock);
reg [NB_COUNT - 1:0] counter;
always @(posedge i_clock) begin
    if(i_reset)begin
        counter <= {NB_COUNT{1'b0}};
    end
    if(counter < N_TICKS)
        counter <= counter + 1;
    else
        counter <= {NB_COUNT{1'b0}};
end
assign o_br_clock = (counter==N_TICKS)? 1'b1 : 1'b0;
endmodule
module rx_uart
    #(
        parameter DBIT = 8,
        parameter SB_TICK = 16
    )
    (
        input wire i_clock, i_reset,
        input wire i_rx, i_s_tick,
        output reg o_rx_done_tick,
        output wire [7:0] o_data
    );
localparam [1:0] IDLE = 2'b00;
localparam [1:0] START = 2'b01;
localparam [1:0] DATA = 2'b10;
localparam [1:0] STOP = 2'b11;
reg [1:0] state, next_state;
reg [3:0] tick_counter, next_tick_counter;
reg [2:0] data_counter, next_data_counter;
reg [7:0] shiftreg, next_shiftreg;  
always @(posedge i_clock) begin
    if (i_reset) begin
            state <= IDLE;
            tick_counter <= 0;
            data_counter <= 0;
            shiftreg <= 0;
    end
    else begin
        state <= next_state;
        tick_counter <= next_tick_counter;
        data_counter <= next_data_counter;
        shiftreg <= next_shiftreg;
    end
end
always @(*) begin
    next_state = state;
    o_rx_done_tick = 1'b0;
    next_tick_counter = tick_counter;
    next_data_counter = data_counter;
    next_shiftreg = shiftreg;
    case (state)
        IDLE: begin
            if(~i_rx)begin
                next_state = START;
                next_tick_counter = 0;
            end
        end
        START: begin
            if(i_s_tick) begin
                if(tick_counter == 7) begin
                    next_state = DATA;
                    next_tick_counter = 0;
                    next_data_counter = 0;
                end
                else
                    next_tick_counter = tick_counter + 1;
            end
        end
        DATA: begin
            if(i_s_tick)begin
                if(tick_counter == 15) begin
                    next_tick_counter = 0;
                    next_shiftreg = {i_rx, shiftreg[7:1]};
                    if(data_counter == (DBIT-1))
                        next_state = STOP;
                    else
                        next_data_counter = data_counter + 1;
                end
                else
                    next_tick_counter = tick_counter + 1;
            end
        end
        STOP: begin
            if(i_s_tick) begin
                if(tick_counter == (SB_TICK - 1)) begin
                    next_state = IDLE;
                    o_rx_done_tick = 1'b1;
                end
                else
                    next_tick_counter = tick_counter + 1;
            end
        end
    endcase   
end
assign o_data = shiftreg;
endmodule
`timescale 1ns / 1ps
module tx_uart 
#(parameter DBIT = 8,
  parameter NB_STATE = 2,
  parameter SB_TICK = 16)
(
    input wire i_clock,
    input wire i_reset,
    input wire i_tx_start,
    input wire i_s_tick,
    input wire [DBIT-1:0] i_data,
    output reg o_tx_done_tick,
    output wire o_tx
);
localparam [NB_STATE : 0 ] IDLE  = 2'b00;
localparam [NB_STATE : 0 ] START = 2'b01;
localparam [NB_STATE : 0 ] DATA  = 2'b10;
localparam [NB_STATE : 0 ] STOP  = 2'b11;
reg [1:0] state, next_state;
reg [3:0] tick_counter, next_tick_counter;
reg [2:0] data_counter, next_data_counter;
reg [DBIT-1:0] shiftreg, next_shiftreg;
reg tx_reg, tx_next;
always @(posedge i_clock) begin  
    if(i_reset)begin
        state <= IDLE;
        tick_counter <= 0;
        data_counter <= 0;
        shiftreg <= 0;
        tx_reg <= 1'b1;
    end
    else begin
        state <= next_state;
        tick_counter <= next_tick_counter;
        data_counter <= next_data_counter;
        shiftreg <= next_shiftreg;
        tx_reg <= tx_next;
    end
end
always @(*) begin
    next_state = state;
    o_tx_done_tick = 1'b0;
    next_tick_counter = tick_counter;
    next_data_counter = data_counter;
    next_shiftreg = shiftreg;
    tx_next = tx_reg;
    case(state)
        IDLE: begin
            tx_next = 1'b1;
            if(i_tx_start) begin
                next_state = START;
                next_tick_counter = 0;
                next_shiftreg = i_data;
            end
        end
        START: begin
            tx_next = 1'b0;
            if(i_s_tick) begin
                if(tick_counter == 15) begin
                    next_state = DATA;
                    next_tick_counter = 0;
                    next_data_counter = 0;
                end
                else
                    next_tick_counter = tick_counter + 1;
            end 
        end
        DATA: begin
            tx_next = shiftreg[0];
            if(i_s_tick)begin
                if(tick_counter == 15)begin
                    next_tick_counter = 0;
                    next_shiftreg = shiftreg >> 1;
                    if(data_counter == (DBIT - 1))
                        next_state = STOP;
                    else
                        next_data_counter = data_counter + 1;
                end
                else
                    next_tick_counter = tick_counter + 1;
            end
        end
        STOP: begin
            tx_next = 1'b1;
            if(i_s_tick) begin
                if(tick_counter == 4'b1111) begin
                    next_state = IDLE;
                    o_tx_done_tick = 1'b1;
                end
                else
                    next_tick_counter = tick_counter + 1;
            end
        end
    endcase
end
assign o_tx = tx_reg;
endmodule
```
**./run.sh**
```bash
#!/bin/bash
# OpenROAD 26Q1-2900-gdf79404cd8, Yosys 0.63+post, stock flow scripts
make -C /OpenROAD-flow-scripts/flow DESIGN_CONFIG=/design/flow/config.mk WORK_HOME=/design/flow/orfs finish
```
**./config.mk**
```make
export PLATFORM = sky130hd
export DESIGN_NAME = UART
export DESIGN_NICKNAME = UART
export VERILOG_FILES = /design/flow/design.v
export SDC_FILE = /design/flow/constraint.sdc
export NUM_CORES = 4
export LEC_CHECK = 1
export CORE_UTILIZATION = 30
```
**./constraint.sdc**
```tcl
current_design UART

set clk_period 5.1
set clk_io_pct 0.2

create_clock -name clk0 -period $clk_period [get_ports {i_clock}]

set non_clock_inputs [all_inputs -no_clocks]
set_input_delay [expr $clk_period * $clk_io_pct] -clock clk0 $non_clock_inputs
set_output_delay [expr $clk_period * $clk_io_pct] -clock clk0 [all_outputs]
```
==> flow_metrics.rpt <==
FLOW METRICS REPORT
----------------------------------------------------
[Worst setup path]
  Critical path data arrival time ........................ 2570 ps
  Critical Path Sink Type ........................ output pin
  Req. time, crit path ........................ around 4100 ps
  Origin of the worst setup path ........................ bg_instance.counter[2]
  Worst Setup Start Kind ........................ register
  Maximum fanout encountered on the critical timing path ........................ 9
  Critical setup path kind ........................ register to output pin
  Start of the worst register-to-register path ........................ bg_instance.counter[2]

[STA]
  Relative max-transition margin ........................ 49.61%
  Sum of negative setup slack ........................ 0 ps
  Setup repair after global routing missed its margin ........................ no
  Share of the clock period used by the worst path ........................ 70.42%
  Number of hold violations in the final report ........................ 0
  Max Freq ........................ around 0.28 GHz
  Fin crit period ........................ roughly 3600 ps
  Transition at the pin with the smallest max-transition slack ........................ 754.7 ps
  Number of max-slew violations in the final report ........................ 0
  Largest clock skew in the final design ........................ roughly 5.6 ps
  Setup violations, final ........................ 0

[GRT]
  GRT Overall Usage ........................ about an eighth
  Maximum number of pins on one net before global-route repair ........................ 29
  Antenna violations before repair ........................ 0
  Number of global-route vias before repair ........................ 1750
  Global-route wire length before repair ........................ approximately 8000 microns
  Aggregate global routing overflow ........................ 0

[Power]
  Cell leakage power ........................ between 0.9 and 1 nW
  Total power density per cell area ........................ approximately 260 mW/mm^2
  Max rail drop VDD ........................ 0.1195 mV

[Logic synthesis]
  Area fraction of the dominant cell type after synthesis ........................ between 40% and 50%
  Synthesized chip area reported by yosys ........................ 0.002240 sq mm
  Leading cell types by total area after synthesis ........................ dfxtp_1, mux2i_1, a21oi_1
  Distinct cell type count of the synthesized netlist ........................ about 45
  Number of flip-flops and latches in the synthesized netlist ........................ 47
  Post-synthesis sequential area ratio ........................ a little over two fifths
  Post-synthesis area per instance ........................ 8.681 sq um
  Total standard cell area after synthesis ........................ 0.002240 sq mm
  Yosys warnings ........................ 3
  Largest area contributor in the synthesized netlist ........................ dfxtp_1
  Number of standard cells reported by yosys ........................ between 200 and 300
  Cell count after synthesis ........................ about 260

[Route]
  Total wire length ........................ approximately 4700 microns
  Routed Antenna Nets ........................ 0
  Diodes inserted ........................ 0
  Highest metal layer with signal wires ........................ met4
  Vias after detailed routing ........................ approximately 1900
  First-pass iteration count of the detailed router ........................ 6
  Total length of routed met2 wires ........................ 2026 microns
  Drt wl/cell ........................ about 13 microns
  Mean number of vias per cell ........................ approximately 5.1
  Residual DRC count ........................ 0
  Met3 routed WL ........................ about 170 microns
  Wire length the detailed router placed on met1 ........................ approximately 2500 microns
  Detailed router's first-iteration violation count ........................ ~110

[Clock network]
  Depth of the CTS H-tree ........................ 2
  Inserted Clock Buffers ........................ 5
  Quantity of hold-fixing buffers added after cts ........................ 0
  Worst-case clock buffer depth ........................ 2
  Clock transition at the registers of the reported paths ........................ approximately 80 ps
  Post-CTS Setup Inserts ........................ 0
  Clock sink total ........................ between 40 and 50
  CTS Root Cell ........................ clkbuf_8
  Clock tree from TritonCTS ........................ built
  Total of cells resized after clock tree synthesis ........................ 0
  Clock latency on the worst-skew pair ........................ 290 ps

[Worst hold path]
  Worst hold path startpoint ........................ rx_uart_instance.shiftreg[0]
  Min-delay worst type ........................ register to register

[Floorplan]
  Die x size ........................ a little under 90 microns
  Top-Level Pins ........................ 23
  Cell row count ........................ 31
  Initial core utilization ........................ a little under a third
  Die Span Y ........................ about 88 microns
  Total die size ........................ 0.007815 sq mm
  Core region area ........................ ~0.0073 sq mm

[Cells and area]
  Highest-count cells in the layout ignoring fill and taps ........................ dfxtp_1, a21oi_1, nand2_1, clkdlybuf4s50_1, mux2i_1
  Dominant logic cell type in the layout ........................ dfxtp_1
  Regs by FF count ........................ bg_instance.counter: 8 flops, rx_uart_instance.shiftreg: 8 flops, tx_uart_instance_2.shiftreg: 8 flops
  FILL cells ........................ about 730
  Finished Layout Cells ........................ roughly 380
  Share of the core filled with cells ........................ between 30% and 40%
  Area Growth Syn to Fin ........................ 18.55%
  Fraction of final layout cells with drive strength greater than 1 ........................ 5.776%

[Run status]
  Run status ........................ completed

[Run]
  Max-cap violations ........................ 0
  Count of warning messages emitted by the tools ........................ 25

[Place]
  Placed Cells ........................ 368
  Post-DP HPWL ........................ between 3000 and 4000 microns
  Final weighted congestion in routability-driven placement ........................ slightly below 0.8
  Port-buffer cells ........................ 22

----------------------------------------------------
-- path summary, 6_finish.rpt --
path         slack [ps]                                to  cells past startpoint
min reg2reg         470      rx_uart_instance.shiftreg[0]                      2
max reg2reg        2780  rx_uart_instance.data_counter[1]                      4
min                 470      rx_uart_instance.shiftreg[0]                      2
max                1510                    o_tx_done_tick                      4
-- per-stage QoR --
step	area (sq um)	hold slack (ps)	power (mW)	setup WS, ps
detailed placement	2555	450.8	0.4526	1834
floorplan	2240	420.2	0.4307	2560
finish	2655	466.4	0.6836	1509
global route	2655	498.3	0.7182	1315
CTS	2655	475.0	0.6940	1494
global placement	2555	444.3	0.4520	1868
-- cells in the mapped netlist (all sizes together) --
cell	number
dfxtp	47
a21oi	27
nand2	24
mux2i	17
nand3	16
nor2	14
o21ai	13
clkbuf	12
nor3	9
a311oi	8
ha	7
nand4	6
o31ai	6
or4	6
inv	5
and3	4
a211oi	3
buf	3
a22oi	2
a41oi	2
nor2b	2
nor4	2
or3	2
xnor2	2
xor2	2
a211o	1
a21o	1
a31oi	1
a41o	1
and2	1
clkinv	1
nand2b	1
nand3b	1
nand4b	1
nor3b	1
o211ai	1
o21ba	1
o21bai	1
o221a	1
o31a	1
o41a	1
or2	1
-- cell families after synthesis --
kind of cell | after synthesis | synth area share [%]
multiplexers | 17 | 7.598
AND-OR/OR-AND | 71 | 20.73
XOR/XNOR | 4 | 1.565
flip-flops | 47 | 42.01
adder cells (fa/ha/maj) | 7 | 3.910
buffers and inverters | 21 | 3.631
AND/OR/NAND/NOR | 91 | 20.56
-- metal layers --
metal	vias up	track usage, %
met4	0	1.466
li1	1003	-
met1	883	21.51
met5	-	0
met2	38	18.67
met3	4	1.987
-- worst max-delay path, stage by stage, from the launching register on --
cell and delay [ps]:
dfxtp_1 370, or4_1 700, nor3_1 530, and2_1 230, clkdlybuf4s50_1 460
-- where the power goes --
| part | switching [mW] | leakage, nW | total, mW | internal [mW] |
|---|---|---|---|---|
| registers | 0.00664 | 0.382 | 0.384 | 0.377 |
| logic | 0.0319 | 0.523 | 0.0599 | 0.0280 |
| clock network | 0.116 | 0.0515 | 0.240 | 0.124 |
| total | 0.155 | 0.957 | 0.684 | 0.529 |
-- area by class of cell --
class / instances / area, sq um / area share (%)
Clock buffer: 8 / 100.1 / 3.770
Inverter: 6 / 22.52 / 0.8483
Timing Repair Buffer: 26 / 250.2 / 9.425
Tap cell: 99 / 123.9 / 4.665
Multi-Input combinational cell: 190 / 1217 / 45.85
Sequential cell: 47 / 940.9 / 35.44
Power is estimated from default activity; no workload was simulated.
