--- flow/run.sh ---
#!/bin/bash
# OpenROAD 26Q1-2900-gdf79404cd8, Yosys 0.63+post, stock flow scripts
make -C /OpenROAD-flow-scripts/flow DESIGN_CONFIG=/design/flow/config.mk WORK_HOME=/design/flow/orfs finish
--- flow/config.mk ---
export PLATFORM = sky130hd
export DESIGN_NAME = top
export DESIGN_NICKNAME = top
export VERILOG_FILES = /design/flow/design.v
export SDC_FILE = /design/flow/constraint.sdc
export NUM_CORES = 4
export LEC_CHECK = 1
export CORE_UTILIZATION = 40
--- flow/constraint.sdc ---
current_design top

set clk_period 5.3
set clk_io_pct 0.2

create_clock -name clk0 -period $clk_period [get_ports {i_clock}]

set non_clock_inputs [all_inputs -no_clocks]
set_input_delay [expr $clk_period * $clk_io_pct] -clock clk0 $non_clock_inputs
set_output_delay [expr $clk_period * $clk_io_pct] -clock clk0 [all_outputs]
--- flow/design.v ---
`timescale 1ns / 1ps
module alu
	#(	parameter NB_INPUTS = 8,
		parameter NB_OUTPUTS = 8,
		parameter NB_OP = 6)
	(	input wire signed [NB_INPUTS-1:0]	i_data_a,
		input wire signed [NB_INPUTS-1:0]	i_data_b,
		input wire [NB_OP-1:0]		i_operation,
		output reg signed [NB_OUTPUTS-1:0]	o_result);
always@(*)begin
	if(i_operation == 32)begin:_add
		o_result = i_data_a + i_data_b;
	end
	else if(i_operation == 34)begin:_sub
		o_result = i_data_a - i_data_b;
	end
	else if(i_operation == 36)begin:_and
		o_result = i_data_a & i_data_b;
	end
	else if(i_operation == 37)begin:_or
		o_result = i_data_a | i_data_b;
	end
	else if(i_operation == 38)begin:_xor
		o_result = i_data_a ^ i_data_b;
	end
	else if(i_operation == 3)begin:_sra
		o_result = i_data_a >>> i_data_b;
	end
	else if(i_operation == 4)begin:_srl
		o_result = i_data_a >> i_data_b;
	end
	else if(i_operation == 39)begin:_nor
		o_result = ~(i_data_a | i_data_b);
	end
	else begin
	   o_result = 0;
	end
end
endmodule
`timescale 1ns / 1ps
module top
	#(  parameter NB_INPUTS = 8,
        parameter NB_OUTPUTS = 8,
		parameter NB_OP = 6)
	(   input wire                      i_clock,
        input wire                      i_reset,
        input wire  [2:0]               i_buttons,
        input wire  signed [NB_INPUTS-1:0]     i_switches,
        output wire signed [NB_OUTPUTS-1:0]    o_leds);
wire [NB_INPUTS-1:0] data_a;
wire [NB_INPUTS-1:0] data_b;
wire [NB_OP-1:0]	 operation;
values_load values_load_instance1(	.i_clock(i_clock),
									.i_reset(i_reset),
									.i_buttons(i_buttons),
									.i_switches(i_switches),
									.o_data_a(data_a),
									.o_data_b(data_b),
									.o_operation(operation));
alu alu_instance1(	.i_data_a(data_a),
					.i_data_b(data_b),
					.i_operation(operation),
					.o_result(o_leds));
endmodule
`timescale 1ns / 1ps
module values_load
	#(  parameter NB_INPUTS = 8,
        parameter NB_OUTPUTS = 8,
        parameter NB_OP = 6)
	(   input wire                  i_clock,
        input wire                  i_reset,
        input wire [2:0]            i_buttons,
        input wire  signed [NB_INPUTS-1:0]  i_switches,
        output wire signed [NB_OUTPUTS-1:0] o_data_a,
        output wire signed [NB_OUTPUTS-1:0] o_data_b,
        output wire [NB_OP-1:0]      o_operation);
reg [NB_OUTPUTS-1:0]    data_a;
reg [NB_OUTPUTS-1:0]    data_b;
reg [NB_OP-1:0]         operation;
always@(posedge i_clock)begin
    if(i_reset)begin
        data_a      <= {NB_OUTPUTS{1'b0}};
        data_b      <= {NB_OUTPUTS{1'b0}};
        operation   <= {NB_OP{1'b0}};
    end
    else begin
        if(i_buttons[0])begin
            data_a <= i_switches;
        end
        if(i_buttons[1])begin
            data_b <= i_switches;
        end
        if(i_buttons[2])begin
            operation <= i_switches[NB_OP-1:0];
        end 
    end
end
assign o_data_a     = data_a;
assign o_data_b     = data_b;
assign o_operation  = operation;
endmodule
==> flow.log <==
[flow] collecting metrics
[metrics] outcome: finished, final reports clean
[metrics] RD Place Congestion: 0.932
[metrics] clock sink total: 22
[metrics] post-synthesis cell type with the largest combined area: sky130_fd_sc_hd__dfxtp_1
[metrics] FF/Latch Area: between 400 and 500 um2
[metrics] area figure in the yosys stat output: ~0.0026 mm2
[metrics] fraction of synthesis flops using an asynchronous set or reset pin: 0%
[metrics] setup TNS: 0 ns
[metrics] HP Class: register to register
[metrics] count of flip-flops with a built-in enable after synthesis: 0
[metrics] maximum capacitance violations: 0
[metrics] XOR/XNOR share of the synthesized area: about 3.4%
[metrics] number of cells in the finished layout apart from fillers: between 400 and 500
[metrics] standard-cell row count: 29
[metrics] die width: slightly above 80 um
[metrics] number of setup violations in the final report: 0
[metrics] and-or/or-and share of the synthesized area: approximately 22%
[metrics] main logic family after synthesis: AND-OR/OR-AND gates
[metrics] antenna violations before repair: 0
[metrics] clock period minus final worst setup slack: around 4.4 ns
[metrics] number of levels the H-tree was split into: 1
[metrics] boundary pin count: 21
[metrics] area of all placed cells without fillers: between 0.002 and 0.003 mm2
[metrics] CTS-repair resized insts: 0
[metrics] Total Power: around 530 uW
[metrics] via total after detailed routing: between 2,000 and 2,500
[metrics] cells traversed along the worst timing path: inv_1 -> ha_1 -> a211oi_1 -> o21bai_1 -> a21oi_1 -> xnor2_1 -> nor3_1 -> a31oi_1 -> clkdlybuf4s50_1
[metrics] number of synthesized register bits: 22
[metrics] transition at the pin with the smallest max-transition slack: 0.789 ns
[metrics] Worst EP arrival: approximately 3.3 ns
[metrics] crit-path max FO: 19
[metrics] synthesized area: around 0.0026 mm2
[metrics] placement-stage cell area: 0.00278 mm2
[metrics] headroom to the max-slew limit: a little under half
[metrics] largest cells by area after synthesis: sky130_fd_sc_hd__dfxtp_1, sky130_fd_sc_hd__mux2i_1, sky130_fd_sc_hd__ha_1
[metrics] met1 global-route usage: approximately a third
[metrics] share of the core filled with cells: a little under half
[metrics] power density cells: around 190 mW/mm2
[metrics] met2 Use GR: a little over a third
[metrics] buffer cell driving the clock tree root: sky130_fd_sc_hd__clkbuf_8
[metrics] crit path capture type: primary output
[metrics] Routed Wire Length: roughly 7000 um
[metrics] postcts setup bufs: 0
[metrics] die area: 0.00684 mm2
[metrics] largest net degree at the start of global routing: 30
[metrics] routed via count divided by cell count: around 5.8
[metrics] Final Max-Slew Violation Tally: 0
[metrics] share of layout cells above drive strength 1: about 5.0%
[metrics] RSZ-0062 raised after global routing: no
[metrics] adder and majority cell fraction of the synthesized area: approximately 13%
[metrics] placed wire-length estimate after detailed placement: between 5000 and 6000 um
[metrics] Top cell area share: between 10% and 20%
[metrics] Final Hold Vio Count: 0
[metrics] startpoint-to-endpoint class of the critical path: register to primary output
[metrics] TritonCTS clock tree: built
[metrics] count of placed standard cells including taps: 413
[metrics] post-detailed-route count of antenna-violating nets: 0
[metrics] Port Buffer Count: 20
[metrics] cell count after synthesis: roughly 340
[metrics] # fillers: 652
[metrics] count of different cell masters after synthesis: slightly above 60
[metrics] Peak VDD IR: 0.000267 V
[metrics] wire length of the first global-routing pass: roughly 11,000 um
[metrics] number of warnings in the stage logs: around 40
[metrics] CP startpoint kind: register
[metrics] and+or+nand+nor area frac: between 20% and 30%
[metrics] per-instance average area after synthesis: slightly below 8 um2
[metrics] Area Growth Syn to Fin: 9.27%
[metrics] share of the clock period used by the worst path after layout: slightly above 80%
[metrics] Logic area: around 0.0019 mm2
[metrics] GRT Overall Usage: 22.4%
[metrics] clk buf depth: 2
[metrics] Slowest cell on crit path: sky130_fd_sc_hd__dfxtp_1
[metrics] Synth Warn #: 2
[metrics] worst slack after detailed placement: between 1 and 1.5 ns
[metrics] average routed wire per standard cell: ~17 um
[metrics] worst-skew pair later-pin latency: about 0.25 ns
[metrics] largest clock skew in the final design: 0 ns
[metrics] Required @ worst endpoint: about 4.2 ns
[metrics] most common cell after layout, fill and taps aside: sky130_fd_sc_hd__nor2_1
[metrics] number of CTS-inserted buffers: 3
[metrics] Final WS setup: around 0.95 ns
[metrics] core utilization before placement: just over 40%
[metrics] post-CTS clock slew at the launch and capture registers of the worst setup and hold paths: about 0.080 ns
[metrics] post-route worst hold slack: between 0.5 and 0.6 ns
[metrics] mux share of post-synthesis cell area: 14.6%
[metrics] count of routing violations after the opening detailed-route iteration: 162
[metrics] vertical die dimension: ~83 um
[metrics] number of search-and-repair iterations in the first detailed-routing pass: 4
[metrics] sequential cell area fraction in the yosys report: between 15 and 20%
[metrics] total DRC errors in the routed layout: 0
[metrics] static power due to leakage: 1.11 nW
[metrics] stage delay of the slowest cell on the critical path: between 0.8 and 0.9 ns
[metrics] via count of the first global-routing pass: 2,169
[metrics] Top Usage Layer GRT: met2
[metrics] post-cts hold-fix buffer tally: 0
[metrics] antenna diode count: 0
[metrics] commonest cells after routing, fill and taps aside: sky130_fd_sc_hd__nor2_1, sky130_fd_sc_hd__mux2i_1, sky130_fd_sc_hd__inv_1, sky130_fd_sc_hd__ha_1, sky130_fd_sc_hd__dfxtp_1
[metrics] total cells reported by yosys after synthesis: 337
[metrics] Remaining Overflow, GRT: 0
[metrics] area of the core: ~0.0063 mm2
[metrics] GR Util met3: 2.01%
[metrics] Max Freq: 230 MHz
[metrics] Top FF cell, synth: sky130_fd_sc_hd__dfxtp_1
-- layout make-up --
| class | instances | area share [%] |
|---|---|---|
| Timing Repair Buffer | 23 | 7.82 |
| Inverter | 24 | 3.16 |
| Clock inverter | 1 | 1.05 |
| Tap cell | 77 | 3.38 |
| Multi-Input combinational cell | 267 | 67.6 |
| Clock buffer | 3 | 1.45 |
| Sequential cell | 22 | 15.5 |
-- critical path: cells and delay by family, from the launching register on --
family	cells	cell delay, ns
AOI/OAI and AO/OA	4	0.89
xor gates and xnor gates	1	0.14
adders and majority gates	1	0.41
buffers and inverters	2	0.70
DFF	1	0.84
and+or+nand+nor	1	0.06
-- state kept, by name, indices dropped and copies added (netlist names) --
register and count:
values_load_instance1.data_b 8, values_load_instance1.data_a 8, values_load_instance1.operation 6
-- cell usage after synthesis, types with 3 or more instances --
library cell               number
sky130_fd_sc_hd__mux2i_1       30
sky130_fd_sc_hd__and3_1         3
sky130_fd_sc_hd__nand2_1       18
sky130_fd_sc_hd__inv_1         23
sky130_fd_sc_hd__nor2_1        46
sky130_fd_sc_hd__buf_2          3
sky130_fd_sc_hd__nor4_1         4
sky130_fd_sc_hd__xnor2_1        7
sky130_fd_sc_hd__ha_1          23
sky130_fd_sc_hd__o21bai_1       4
sky130_fd_sc_hd__dfxtp_1       22
sky130_fd_sc_hd__mux4_2         3
sky130_fd_sc_hd__nor3_1         8
sky130_fd_sc_hd__o21ai_0       19
sky130_fd_sc_hd__o21ai_1        3
sky130_fd_sc_hd__a31oi_1        4
sky130_fd_sc_hd__buf_6          4
sky130_fd_sc_hd__nand3_1        9
sky130_fd_sc_hd__clkbuf_1      10
sky130_fd_sc_hd__buf_1          3
sky130_fd_sc_hd__a21oi_1       21
sky130_fd_sc_hd__a221oi_1       3
sky130_fd_sc_hd__xor2_1         3
sky130_fd_sc_hd__a211oi_1       4
sky130_fd_sc_hd__a21boi_0       3
sky130_fd_sc_hd__nand4_1        6
-- power breakdown --
part / switching (mW) / internal [mW]
clock: 0.0535 / 0.101
combinational: 0.0965 / 0.0814
sequential: 0.0241 / 0.175
total: 0.174 / 0.357
-- worst paths after layout --
| path | to | slack, ns | start | cells after the start |
|---|---|---|---|---|
| max | o_leds[5] | 0.95 | values_load_instance1.data_b[1] | 9 |
| min | values_load_instance1.operation[4] | 0.54 | values_load_instance1.operation[4] | 2 |
| max reg2reg | values_load_instance1.data_b[1] | 4.12 | values_load_instance1.data_b[1] | 2 |
| min reg2reg | values_load_instance1.operation[4] | 0.54 | values_load_instance1.operation[4] | 2 |
-- per-layer routing --
metal  part of all wire, %  wire length (um)  up-vias
li1                      -                 -     1212
met2                    45              3160       68
met3                   4.9               342       16
met5                     0                 0        -
met4                   2.3               163        0
met1                    47              3310     1105
-- cell families (layout without fill, tap and decap cells) --
group / after synthesis / count (layout)
buffers and inverters: 48 / 51
XOR/XNOR: 10 / 10
flip-flops: 22 / 22
AND/OR/NAND/NOR: 111 / 111
adder cells (fa/ha/maj): 25 / 25
AND-OR/OR-AND: 87 / 87
multiplexers: 34 / 34
Power figures rest on the tool's default switching activity, not on a simulated workload.
